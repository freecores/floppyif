==> ./constraint.sdc <==
current_design mfm_write

set clk_period 4.4
set clk_io_pct 0.2

create_clock -name clk0 -period $clk_period [get_ports {clk}]

set non_clock_inputs [all_inputs -no_clocks]
set_input_delay [expr $clk_period * $clk_io_pct] -clock clk0 $non_clock_inputs
set_output_delay [expr $clk_period * $clk_io_pct] -clock clk0 [all_outputs]
==> ./design.v <==
module mfm_write
  (
  input reset_l,
  input clk,
  input start_writing,			 
  input [7:0] encode_fifo_rd_data,
  input encode_fifo_rd_mark,		 
  input encode_fifo_done,		 
  input encode_fifo_ne,			 
  output reg encode_fifo_re,		 
  output reg write_gate_l,		 
  output reg serial_out_l		 
  );
parameter BIT_RATE_DIVISOR = 24;	 
parameter PULSE_WIDTH = 5;		 
reg [6:0] counter;			 
reg [7:0] shift_reg;			 
reg [2:0] bit_counter;			 
reg prev_bit;				 
reg clk_data;				 
reg [3:0] pulse_counter;
always @(posedge clk or negedge reset_l)
  if(!reset_l)
    begin
      counter <= 0;
      pulse_counter <= 0;
      write_gate_l <= 1;
      serial_out_l <= 1;
      encode_fifo_re <= 0;
    end
  else
    begin
      encode_fifo_re <= 0;
      if (pulse_counter)
        pulse_counter <= pulse_counter - 1;
      else
        serial_out_l <= 1;
      if (counter)
        counter <= counter - 1;
      else
        begin
          counter <= BIT_RATE_DIVISOR - 1;
          if (clk_data)
            begin
              clk_data <= 0;
              if (!shift_reg[0] && !prev_bit)
                begin
                  serial_out_l <= 0;
                  pulse_counter <= PULSE_WIDTH;
                end
            end
          else
            begin
              clk_data <= 1;
              if (shift_reg[0])
                begin
                  serial_out_l <= 0;
                  pulse_counter <= PULSE_WIDTH;
                end
              prev_bit <= shift_reg[0];
              if (bit_counter)
                bit_counter <= bit_counter - 1;
              else
                begin
                  shift_reg <= encode_fifo_rd_data;
                  encode_fifo_re <= 1;
                  bit_counter <= 7;
                end
            end
        end
    end
endmodule
==> ./config.mk <==
export PLATFORM = sky130hd
export DESIGN_NAME = mfm_write
export DESIGN_NICKNAME = mfm_write
export VERILOG_FILES = /design/flow/design.v
export SDC_FILE = /design/flow/constraint.sdc
export NUM_CORES = 4
export LEC_CHECK = 1
export CORE_AREA = 10 10 97 97
export DIE_AREA = 0 0 107 107
==> ./run.sh <==
#!/bin/bash
# OpenROAD 26Q1-2900-gdf79404cd8, Yosys 0.63+post, stock flow scripts
make -C /OpenROAD-flow-scripts/flow DESIGN_CONFIG=/design/flow/config.mk WORK_HOME=/design/flow/orfs finish
==> CHANGELOG.md <==
### Physical design

* Area grow syn2layout at 22.7%
* Num CTS Buffers at 3
* Via/cell ratio at 2.96
* Layout cells sized above 1 at 6.98%
* Max-slew violations at 0
* CTS Buffer Depth at 2
* Flops after synth at 19
* H-tree level count at 1
* Ys cells at around 79
* Cell Area, Synth at 888 sq um
* I/O pin cnt at 17
* CP Cell Sequence: clkdlybuf4s50_1 -> inv_1 -> nor3_1
* Grt ovf at 0
* Initial antenna violation count at 0
* Crit path max-delay family: buffers and inverters
* Clock Latency Late Sink at ~0.25 ns
* Initial DRT Pass Iterations at 4
* CP startpoint: reset_l
* Hold Path Class: flip-flop to flip-flop
* RSZ-0062 raised after global routing: false
* RR Endpoint: bit_counter[2]
* Vias in the first global route at 555
* WL final at 1310 um
* # resized after CTS at 0
* Final-report hold violation count at 0
* Chip area at 0.0114 sq mm
* Final worst slack at 1.87 ns
* Pint at 0.000309 W
* Largest register FFs at 7
* Slowest CP cell: clkdlybuf4s50_1
* Max-Cap Viols at 0
* WP depth at 3
* CTS tree: yes
* Core box area at 0.00729 sq mm
* Critical Path Source Type: input port
* Setup Fix Bufs, Post-CTS at 0
* Net Switching at approximately 0.00010 W
* Gate Count Post-Synth at 79
* F_max at 395 MHz
* First-pass GRT wire length at 2290 um
* Clock skew at 0.000677 ns
* Top cells, area: dfrtp_1 (34%), edfxtp_1 (20%), ha_1 (7.0%)
* CP endpoint kind: flip-flop
* Post-synth EDFFs at 6
* Crit path required time at 4.29 ns
* Buf/Inv on CP at 2
* Clock Sinks at 19
* Peak VDD IR at 0.000109 V
* Crit path DAT at roughly 2.4 ns
* DR WL/cell at between 7 and 8 um
* Area leader, netlist: dfrtp_1
* Initial drt markers at 6
* Gp weighted congestion at 0.730
* Diode count at 0
* Yosys Warn Count at 1
* Top post-synthesis cells by count: dfrtp_1 (12), nand2_1 (11), inv_1 (9), edfxtp_1 (6), ha_1 (5)
* Tool warnings at 38
* CP Class: input port to flip-flop
* Switching portion of total power at 24.6%
* Post-synth cell types at 28
* Final worst path period need at between 2 and 3 ns
* PortBufs at 4
* Final tally of setup violations at 0
* Crit-path max FO at 14
* Top reg by flops: counter
* Static Leak at 0.454 nW
* Main synth FF type: dfrtp_1
* Critical Path Sink: bit_counter[2]
* Post-route clock period utilization at 57.5%
* Area share, top type at 33.8%
* Tot Pwr at 0.000409 W
* Die H at 107 um
* Status: finished clean
* R2R Setup Slk at ~2.4 ns
* R2R depth at 3
* Yosys stat area at 888 sq um
* Share of flip-flops with an asynchronous set or reset at around two thirds
* ANT nets after route at 0
* DIE WIDTH at around 110 um
* Avg Cell Area, Syn at roughly 11 sq um
* Vias at approximately 550
* Largest regs: counter x7, pulse_counter x4, bit_counter x3
* Pwr/cell area at around 380 mW/mm^2
* Hold path depth at 0
* Num rows at 31
* Setup_tns at 0 ns
* Register share after synthesis at 57.0%
* Worst Tran Pin Value at 0.619 ns
* Detail Placement HPWL at about 1000 um
* Clock transition at path regs at 0.07 ns
* Clk pwr share at between 20% and 30%
* Largest net degree at the start of global routing at 15
* Gate power share at 18.1%
* Post-CTS Hold Buffers at 0
* Register share of total power at 53.2%
* Worst relative slew slack at 58.6%
* Count leader, synth: dfrtp_1
* Total GRT Usage at under 10%
* Floorplan Utilization at 12.2%
* Crit-path max cell delay at 0.87 ns
* Pre-CTS setup slack at 1.53 ns
* Crit Reg-Reg Startpoint: counter[2]
* DRC violations left at 0
* Clk root buf: clkbuf_8
-- worst min path at each step --
| stage | from | end | slack (ns) |
|---|---|---|---|
| after global routing | shift_reg | prev_bit | 0.50 |
| final | shift_reg | prev_bit | 0.48 |
| after CTS | shift_reg | prev_bit | 0.48 |
-- power groups by stage --
stage	Sequential [W]	Combinational, W	Clock [W]
global route	0.000221	0.0000854	0.000128
CTS	0.000217	0.0000762	0.000123
finish	0.000218	0.0000741	0.000118
-- worst reg2reg max path: stages, from the launching register on --
cell     delay, ns
dfrtp_1       0.44
nor4_2        0.44
nand2_1       0.26
nor3_1        0.50
-- per-stage QoR --
step	cells	utilization, %	area (sq um)	hold slack, ns
5_1_grt	185	14.9	1090	0.499
3_3_place_gp	181	14.3	1040	0.468
4_1_cts	185	14.9	1090	0.484
3_5_place_dp	181	14.3	1040	0.467
6_report	185	14.9	1090	0.479
2_1_floorplan	79	-	888	0.443
-- area by class of cell --
cell class / count / area, sq um
clock buffer: 4 / 45.0
fill: 843 / 6200
inverter: 9 / 33.8
multi-input combinational: 50 / 340
sequential: 19 / 507
tap: 99 / 124
timing repair buffer: 4 / 40.0
-- routing by layer --
metal | track usage [%] | share of wire, % | vias to the layer above
met4 | 0.870 | 3.5 | 0
met3 | 0.243 | 2.4 | 4
li1 | - | - | 280
met1 | 3.03 | 51 | 255
met2 | 3.69 | 43 | 8
met5 | 0 | 0 | -
-- cells in the final DEF (no fill, tap or decap), types with 2 or more instances in the layout --
cell             instances
nand2b_1                 2
nand2_1                 11
xnor2_1                  3
ha_1                     5
clkbuf_8                 3
clkdlybuf4s50_1          4
mux2_1                   2
o211ai_1                 2
edfxtp_1                 6
nor3b_1                  3
nor3_1                   4
dfrtp_1                 12
nor2b_1                  2
nor2_1                   3
inv_1                    9
-- cell families after synthesis --
kind of cell | Yosys count | share of synthesized area, %
adders and majority gates | 5 | 7.04
other | 1 | 0.422
buffers and inverters | 10 | 4.65
xor gates and xnor gates | 3 | 2.96
muxes | 2 | 2.54
AOI/OAI and AO/OA | 8 | 6.20
DFF | 19 | 57.0
and+or+nand+nor | 31 | 19.2
No activity file was given, so power comes from the tool's default toggle rates.
